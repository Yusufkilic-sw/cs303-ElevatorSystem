===== /design/flow/config.mk =====
export PLATFORM = sky130hd
export DESIGN_NAME = ssd
export DESIGN_NICKNAME = ssd
export VERILOG_FILES = /design/flow/design.v
export SDC_FILE = /design/flow/constraint.sdc
export NUM_CORES = 4
export LEC_CHECK = 1
export CORE_UTILIZATION = 40

===== /design/flow/constraint.sdc =====
current_design ssd

set clk_period 2.7
set clk_io_pct 0.2

create_clock -name clk0 -period $clk_period [get_ports {clk}]

set non_clock_inputs [all_inputs -no_clocks]
set_input_delay [expr $clk_period * $clk_io_pct] -clock clk0 $non_clock_inputs
set_output_delay [expr $clk_period * $clk_io_pct] -clock clk0 [all_outputs]

===== /design/flow/design.v =====
`timescale 1ns / 1ps
module ssd(clk,reset,a,b,c,d,e,f,g,p,
		a_out,b_out,c_out,d_out,e_out,f_out,g_out,p_out,
		an
          );
input clk, reset; 
input [7:0] a,b,c,d,e,f,g,p;
output reg a_out,b_out,c_out,d_out,e_out,f_out,g_out,p_out;
output reg [7:0] an;
reg [3:0] state; 
reg [19:0] counter; 
always @ (posedge clk) begin  
	if(reset) begin	 
		state <= 0;  
		counter <= 0;
	end 
	else begin  
		if(counter == 20'h186A0) begin	  
			if (state == 4'b1000) 
				state <= 1;
			else
				state <= state + 1;
			counter <= 0;
		end
		else
			counter <= counter + 1;  
	end
end
always@(posedge clk)
begin
	if(reset) 
	begin
		an[7:0] <= 8'b11111111;
		a_out <= 1;
		b_out  <= 1;
		c_out  <= 1;
		d_out  <= 1;
		e_out  <= 1;
		f_out  <= 1;
		g_out  <= 1;
		p_out  <= 1;
	end
	else if(state == 4'b0001) 
	begin
		an[7:0] <= 8'b11111110;
		a_out  <= a[0];
		b_out  <= b[0];
		c_out  <= c[0];
		d_out  <= d[0];
		e_out  <= e[0];
		f_out  <= f[0];
		g_out  <= g[0];
		p_out  <= p[0];
	end
	else if(state == 4'b0010) 
	begin
		an[7:0] <= 8'b11111101;
		a_out  <= a[1];
		b_out  <= b[1];
		c_out  <= c[1];
		d_out  <= d[1];
		e_out  <= e[1];
		f_out  <= f[1];
		g_out  <= g[1];
		p_out  <= p[1];
	end
	else if(state == 4'b0011) 
	begin
		an[7:0] <= 8'b11111011;
		a_out  <= a[2];
		b_out  <= b[2];
		c_out  <= c[2];
		d_out  <= d[2];
		e_out  <= e[2];
		f_out  <= f[2];
		g_out  <= g[2];
		p_out  <= p[2];
	end
	else if(state == 4'b0100)	
	begin
		an[7:0] <= 8'b11110111;
		a_out  <= a[3];
		b_out  <= b[3];
		c_out  <= c[3];
		d_out  <= d[3];
		e_out  <= e[3];
		f_out  <= f[3];
		g_out  <= g[3];
		p_out  <= p[3];
	end
	else if(state == 4'b0101)	
	begin
		an[7:0] <= 8'b11101111;
		a_out  <= a[4];
		b_out  <= b[4];
		c_out  <= c[4];
		d_out  <= d[4];
		e_out  <= e[4];
		f_out  <= f[4];
		g_out  <= g[4];
		p_out  <= p[4];
	end
	else if(state == 4'b0110)	
	begin
		an[7:0] <= 8'b11011111;
		a_out  <= a[5];
		b_out  <= b[5];
		c_out  <= c[5];
		d_out  <= d[5];
		e_out  <= e[5];
		f_out  <= f[5];
		g_out  <= g[5];
		p_out  <= p[5];
	end
	else if(state == 4'b0111)	
	begin
		an[7:0] <= 8'b10111111;
		a_out  <= a[6];
		b_out  <= b[6];
		c_out  <= c[6];
		d_out  <= d[6];
		e_out  <= e[6];
		f_out  <= f[6];
		g_out  <= g[6];
		p_out  <= p[6];
	end
	else if(state == 4'b1000)	
	begin
		an[7:0] <= 8'b01111111;
		a_out  <= a[7];
		b_out  <= b[7];
		c_out  <= c[7];
		d_out  <= d[7];
		e_out  <= e[7];
		f_out  <= f[7];
		g_out  <= g[7];
		p_out  <= p[7];
	end
	else  
	begin
		an[7:0] <= 8'b11111111;
		a_out  <= 1;
		b_out  <= 1;
		c_out  <= 1;
		d_out  <= 1;
		e_out  <= 1;
		f_out  <= 1;
		g_out  <= 1;
		p_out  <= 1;
	end
end
endmodule

===== /design/flow/run.sh =====
#!/bin/bash
# OpenROAD 26Q1-2900-gdf79404cd8, Yosys 0.63+post, stock flow scripts
make -C /OpenROAD-flow-scripts/flow DESIGN_CONFIG=/design/flow/config.mk WORK_HOME=/design/flow/orfs finish

==> impl_metrics.env <==
# source this file to load flow results
export IMPL_irDropWorstVdd_mv=0.248
export IMPL_grt_max_degree=30
export IMPL_fmax_mhz=428
export IMPL_cts_resized=0
export IMPL_critical_path_class="reg -> reg"
export IMPL_drv_cap=0
export IMPL_yosysWarningCount=1
export IMPL_post_cts_buffers=0
export IMPL_rsz0062_at_grt="no"
export IMPL_p_sw_share_pct=21.5
export IMPL_row_count=27
export IMPL_chip_area_um2=6300
export IMPL_edf_count=0
export IMPL_lay_top_count="clkdlybuf4s50_1"
export IMPL_drc=0
export IMPL_core_area_um2=5640
export IMPL_hold_depth=1
export IMPL_ys_cells=301
export IMPL_slew_headroom_pct=54.4
export IMPL_clkPwrFrac_pct=41.4
export IMPL_final_layout_size_suffix_gt1_share_pct=5.66
export IMPL_cts_clk_slew_worst_paths_ns=0.09
export IMPL_syn_avg_cell_area_um2=7.96
export IMPL_run_status="completed"
export IMPL_first_iter_violations=89
export IMPL_r2r_cells=5
export IMPL_final_cell_mix="81 x clkdlybuf4s50_1, 55 x nor2_1, 40 x dfxtp_1"
export IMPL_drtPass1Iterations=4
export IMPL_netlist_area_um2=2390
export IMPL_warning_count=30
export IMPL_routed_wl_um=6570
export IMPL_worstHoldPathType="reg -> reg"
export IMPL_htreeDepth=2
export IMPL_ys_seq_share_pct=33.4
export IMPL_pwr_density_cell_nw_per_um2=368
export IMPL_grt_pass1_wl_um=10700
export IMPL_numPortBuffers=81
export IMPL_async_flop_share_pct=0
export IMPL_wl_per_cell_um=14.8
export IMPL_fin_setup_tns_ns=0
export IMPL_synth_flops=40
export IMPL_grt_overflow=0
export IMPL_cts_root_buf="clkbuf_8"
export IMPL_ant_nets=0
export IMPL_synth_cell_types=42
export IMPL_worstPathMaxFanout=20
export IMPL_setup_viol=0
export IMPL_final_max_slew_violation_count=0
export IMPL_critPathLaunchType="flop"
export IMPL_cts_sinks=40
export IMPL_avgViaCountPerCell=5.34
export IMPL_syn2layout_area_growth_pct=38.6
export IMPL_power_w=0.00122
export IMPL_grt_pass1_vias=2206
export IMPL_p_comb_share_pct=9.8
export IMPL_p_sw_w=0.000263
export IMPL_antenna_cells=0
export IMPL_gp_congestion=0.928
export IMPL_yosys_stat_area_um2=2390
export IMPL_worst_pin_slew_ns=0.683
export IMPL_cts_hold_buf=0
export IMPL_period_used_pct=86.5
export IMPL_internal_power_w=0.000960
export IMPL_grt_use_total_pct=22.0
export IMPL_finClkSkew_ns=0.0110
export IMPL_hold_violations=0
export IMPL_min_period_ns=2.34
export IMPL_syn_inst=301
export IMPL_die_y_um=79.4
export IMPL_vias=2364
export IMPL_power_leakage_nw=1.16
export IMPL_grt_antenna_before_repair=0
export IMPL_dp_hpwl_um=4910
export IMPL_io_pin_count=82
export IMPL_worstPathArrival_ns=2.53
export IMPL_clock_path_buffers=2
export IMPL_end_kind="flop"
export IMPL_cts_made_buffers=5
export IMPL_ys_flop_type="dfxtp_1"
export IMPL_clkLatencyLatePin_ns=0.29
export IMPL_sequentialPowerShare_pct=48.8
export IMPL_dieWidth_um=79.4
export IMPL_initial_utilization_pct=42.4
export IMPL_cts_tree="built"
export IMPL_worst_ep_required_time_ns=2.89
## worst max-delay path, cell delays in order (launching register included)
cell     delay [ns]
dfxtp_1        0.43
ha_1           0.64
or3b_2         0.60
o31ai_1        0.11
o22ai_1        0.16
a221o_1        0.30
## path summary, 6_finish.rpt
path               from          to  slack, ns
min reg2reg  counter[0]  counter[0]       0.48
max reg2reg    state[1]       d_out       0.36
max            state[1]       d_out       0.36
min          counter[0]  counter[0]       0.48
## stage by stage
stage	setup WS, ns	hold WS, ns	instances	cell area (um^2)	utilization, %
finish	0.363	0.478	443	3320	58.8
global route	0.208	0.509	443	3320	58.8
CTS	0.409	0.481	443	3320	58.8
detailed placement	0.419	0.460	435	3200	56.8
global placement	0.419	0.451	435	3200	56.8
floorplan	0.923	0.430	301	2390	-
## metal layers
metal  vias up  wire (um)  global-route usage, %
met4         0         37                   1.64
met1      1084       3250                   32.8
met2        73       2930                   34.9
met3         2        348                   3.94
li1       1205          -                      -
met5         -          0                      0
## layout make-up
cell class	instances	area, um^2
fill	485	2320
multi-input combinational	228	1430
timing repair buffer	87	856
sequential	40	801
tap	72	90.1
clock buffer	5	68.8
clock inverter	3	46.3
inverter	8	30.0
## sequential cells by signal, indices dropped and copies added (netlist names)
name / count
counter: 20
an: 8
state: 4
a_out: 1
b_out: 1
c_out: 1
d_out: 1
e_out: 1
f_out: 1
g_out: 1
p_out: 1
## power groups by stage
stage / registers [W] / clock network, W / logic, W
4_1_cts: 0.000597 / 0.000513 / 0.000121
5_1_grt: 0.000597 / 0.000541 / 0.000129
6_report: 0.000597 / 0.000506 / 0.000120
## synthesized netlist by cell type (all sizes together) (2+ instances only)
library cell,count,area (um^2)
or3,2,12.5
nand3,9,45.0
and3,2,12.5
buf,8,51.3
nand4,6,37.5
mux2i,2,20.0
nor2,55,206
ha,6,75.1
inv,8,30.0
a221o,8,80.1
a21oi,25,125
dfxtp,40,801
o31ai,8,60.1
nor4bb,16,160
or2,3,18.8
clkbuf,17,85.1
o22ai,8,50.1
xor2,7,61.3
nor2b,10,62.6
xnor2,11,96.3
nand2b,3,18.8
nand2,12,45.0
o21ai,18,90.1
nor4,5,58.8
nor3,4,20.0
## cell families (layout without fill, tap and decap cells)
logic type	after synthesis	count (layout)	share of synthesized area [%]
XOR/XNOR	18	18	6.58
AND-OR/OR-AND	70	70	18.1
flip-flops	40	40	33.4
AND/OR/NAND/NOR	132	132	30.9
adder cells (fa/ha/maj)	6	6	3.13
buffers and inverters	33	103	6.95
multiplexers	2	2	0.836
Power and IR drop assume default switching activity.
